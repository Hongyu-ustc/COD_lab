===== flow/run.sh =====
#!/bin/bash
# OpenROAD 26Q1-2900-gdf79404cd8, Yosys 0.63+post, stock flow scripts
make -C /OpenROAD-flow-scripts/flow DESIGN_CONFIG=/design/flow/config.mk WORK_HOME=/design/flow/orfs finish

===== flow/config.mk =====
export PLATFORM = sky130hd
export DESIGN_NAME = RF
export DESIGN_NICKNAME = RF
export VERILOG_FILES = /design/flow/design.v
export SDC_FILE = /design/flow/constraint.sdc
export NUM_CORES = 4
export LEC_CHECK = 1
export CORE_UTILIZATION = 40

===== flow/constraint.sdc =====
current_design RF

set clk_period 5.4
set clk_io_pct 0.2

create_clock -name clk0 -period $clk_period [get_ports {Clk}]

set non_clock_inputs [all_inputs -no_clocks]
set_input_delay [expr $clk_period * $clk_io_pct] -clock clk0 $non_clock_inputs
set_output_delay [expr $clk_period * $clk_io_pct] -clock clk0 [all_outputs]

===== flow/design.v =====
module MUX(
	input [0:0]select,
	input [31:0]din0,din1,
	output reg [31:0]dout
   );
	always@(*)
	begin
		if(select==0) dout=din0;
		else dout=din1;
	end
endmodule
module RF(Clk,We,A1,A2,A3,WD,RD1,RD2);
    input  wire   Clk;
    input  wire   We;
    input  [4:0]  A1,A2,A3;
    input  [31:0] WD;
    output [31:0] RD1,RD2;           
    integer i;
    reg [31:0] rf[31:0];
    initial begin
        for (i = 0; i < 32; i = i + 1)
        begin
            rf[i] <= 0;
        end
        rf[29  ] <= 32'h00002ffc;
        rf[28  ] <= 32'h00001800;
    end
    always @(posedge Clk) begin        
        if (We === 1 && A3 != 0) begin
            rf[A3] <= WD;
        end
    end
    wire [31:0] rd1;
    wire [31:0] rd2;
    assign rd1Sel = WD && (A1 == A3);
    assign rd2Sel = WD && (A2 == A3);
    MUX rd1mux(rf[A1],WD,rd1Sel,rd1);
    MUX rd2mux(rf[A2],WD,rd2Sel,rd2);
    assign RD1 = (A1 != 0) ? rd1 : 0;
    assign RD2 = (A2 != 0) ? rd2 : 0;
endmodule

==> impl_metrics.xml <==
<?xml version="1.0" encoding="UTF-8"?>
<metrics>
  <group name="power">
    <metric name="leakage" unit="nW">1.28</metric>
    <metric name="power_per_cell_area" unit="nW/µm²">189</metric>
    <metric name="power.ir.vdd_worst" unit="µV">275</metric>
  </group>
  <group name="detailed_routing">
    <metric name="drt_iter0_drc" unit="">64</metric>
    <metric name="ant_nets" unit="">0</metric>
    <metric name="via_count" unit="">2412</metric>
    <metric name="antenna_cells" unit="">0</metric>
    <metric name="drt_wl_total" unit="µm">7830</metric>
    <metric name="route.detailed.vias_per_inst" unit="">5.35</metric>
    <metric name="post_drt_wl_per_cell" unit="µm">17.4</metric>
    <metric name="drtPass1Iterations" unit="">4</metric>
    <metric name="post_route_drc_violation_count" unit="">0</metric>
  </group>
  <group name="final_layout">
    <metric name="top_register" unit="">rf</metric>
    <metric name="mostFrequentLayoutCell" unit="">sky130_fd_sc_hd__clkdlybuf4s50_1</metric>
    <metric name="layout.cells.most_common_list" unit="">112 x sky130_fd_sc_hd__clkdlybuf4s50_1, 62 x sky130_fd_sc_hd__nor3b_1, 35 x sky130_fd_sc_hd__nor2_1, 34 x sky130_fd_sc_hd__mux2i_1, 32 x sky130_fd_sc_hd__edfxtp_1</metric>
    <metric name="utilization" unit="">0.608</metric>
    <metric name="layout-drive-gt1-share" unit="">0.0508</metric>
    <metric name="n_fill_cell" unit="">535</metric>
    <metric name="largest_reg_flops" unit="">32</metric>
    <metric name="layout_top_registers" unit="">rf: 32 flops</metric>
    <metric name="area_growth" unit="%">47.0</metric>
  </group>
  <group name="job">
    <metric name="log.warning_count" unit="">26</metric>
    <metric name="max_cap_violations" unit="">0</metric>
  </group>
  <group name="grt">
    <metric name="antenna_violations_before_repair" unit="">0</metric>
    <metric name="maximum_number_of_pins_on_one_net_before_global_route_repair" unit="">35</metric>
    <metric name="aggregate_global_route_resource_usage" unit="">0.231</metric>
    <metric name="first_global_vias" unit="">2312</metric>
    <metric name="grt_pass1_wl" unit="µm">12400</metric>
    <metric name="overflow" unit="">0</metric>
  </group>
  <group name="clock_network">
    <metric name="cts_htree_levels" unit="">2</metric>
    <metric name="clkSinkCount" unit="">32</metric>
    <metric name="cts_repair_resize_count" unit="">0</metric>
    <metric name="post_cts_clock_slew_at_the_launch_and_capture_registers_of_the_worst_setup_and_hold_paths" unit="ns">0.06</metric>
    <metric name="cts_inserted_buffers" unit="">5</metric>
    <metric name="clk_path_buf_depth" unit="">2</metric>
    <metric name="clock_tree_from_tritoncts" unit="">done</metric>
    <metric name="post-cts-setup-buffers" unit="">0</metric>
    <metric name="cts_hold_buffers" unit="">0</metric>
    <metric name="clk_root_buffer_cell" unit="">sky130_fd_sc_hd__clkbuf_8</metric>
  </group>
  <group name="timing">
    <metric name="post-route-worst-setup-slack" unit="ns">0.624</metric>
    <metric name="timing_max_transition_violations_final" unit="">0</metric>
    <metric name="grt_setup_unrepaired" unit="">no</metric>
    <metric name="holdWs" unit="ns">1.71</metric>
    <metric name="tns" unit="ns">0</metric>
    <metric name="finalWorstPathRequiredPeriod" unit="ns">4.78</metric>
    <metric name="timing.final.hold_violations" unit="">0</metric>
    <metric name="post-route-period-util" unit="">0.884</metric>
    <metric name="finalSetupViolations" unit="">0</metric>
    <metric name="fmaxAchievable" unit="MHz">209</metric>
  </group>
  <group name="setup_path">
    <metric name="path_class" unit="">in2out</metric>
    <metric name="critical_path_startpoint_category" unit="">primary input</metric>
    <metric name="worst-endpoint-arrival" unit="ns">3.70</metric>
    <metric name="timing.critical_path.required" unit="ns">4.32</metric>
    <metric name="path_max_fanout" unit="">32</metric>
    <metric name="startpoint" unit="">A1[1]</metric>
    <metric name="worstSetupEndpoint" unit="">RD1[15]</metric>
    <metric name="critPathCaptureType" unit="">primary output</metric>
  </group>
  <group name="synth">
    <metric name="synthesis.instances" unit="">269</metric>
    <metric name="synthMuxAreaShare" unit="">0.130</metric>
    <metric name="synth_area" unit="µm²">2630</metric>
    <metric name="post_synth_and_or_nand_nor_area_fraction" unit="">0.348</metric>
    <metric name="synth.avg_cell_area" unit="µm²">9.76</metric>
    <metric name="synth_stat.cells" unit="">269</metric>
    <metric name="synth_cell_types" unit="">24</metric>
    <metric name="synth_compound_gate_area_share" unit="">0.0629</metric>
    <metric name="yosys-stat-area" unit="µm²">2630</metric>
    <metric name="synth-seq-cells" unit="">32</metric>
    <metric name="top_logic_kind" unit="">simple AND/OR/NAND/NOR gates</metric>
    <metric name="synth.cellmix.xorXnorShare" unit="">0.0333</metric>
    <metric name="fa_ha_area_frac" unit="">0</metric>
    <metric name="postSynthSeqShare" unit="">0.366</metric>
    <metric name="ys_warn_count" unit="">8</metric>
  </group>
  <group name="die">
    <metric name="std_cell_rows" unit="">29</metric>
    <metric name="ioPinCount" unit="">113</metric>
    <metric name="floorplan.initialDensity" unit="">0.414</metric>
    <metric name="fp.dieArea" unit="µm²">6890</metric>
    <metric name="design.core.area" unit="µm²">6350</metric>
    <metric name="die_height" unit="µm">83.0</metric>
    <metric name="chipWidth" unit="µm">83.0</metric>
  </group>
  <group name="worst_hold_path">
    <metric name="hp-class" unit="">in2reg</metric>
  </group>
  <group name="placement">
    <metric name="pre_cts_slack" unit="ns">0.614</metric>
    <metric name="finalWeightedCongestion" unit="">0.871</metric>
    <metric name="numPortBuffers" unit="">112</metric>
    <metric name="place.detailed.hpwl" unit="µm">6020</metric>
  </group>
  <group name="outcome">
    <metric name="outcome" unit="">finished clean</metric>
  </group>
</metrics>
==> worst min path at each step <==
stage | from | endpoint | slack (ns) | cells after the start
after CTS | We | rf[30][0] | 1.71 | 3
after global routing | We | rf[24][0] | 1.76 | 3
final | We | rf[21][0] | 1.71 | 3
==> Yosys cell counts <==
library cell / number / area [µm²]
sky130_fd_sc_hd__buf_12: 1 / 20.0
sky130_fd_sc_hd__nor2b_1: 7 / 43.8
sky130_fd_sc_hd__buf_4: 3 / 22.5
sky130_fd_sc_hd__nor4b_1: 2 / 17.5
sky130_fd_sc_hd__nor3b_1: 62 / 465
sky130_fd_sc_hd__mux2i_1: 34 / 340
sky130_fd_sc_hd__a21oi_1: 6 / 30.0
sky130_fd_sc_hd__clkbuf_1: 12 / 45.0
sky130_fd_sc_hd__conb_1: 1 / 3.75
sky130_fd_sc_hd__nor4_1: 8 / 50.1
sky130_fd_sc_hd__and2_1: 2 / 12.5
sky130_fd_sc_hd__or4_1: 2 / 15.0
sky130_fd_sc_hd__edfxtp_1: 32 / 961
sky130_fd_sc_hd__buf_6: 6 / 67.6
sky130_fd_sc_hd__a211oi_1: 2 / 15.0
sky130_fd_sc_hd__nor4_4: 2 / 42.5
sky130_fd_sc_hd__nor2_1: 35 / 131
sky130_fd_sc_hd__or2_2: 1 / 6.26
sky130_fd_sc_hd__xnor2_1: 10 / 87.6
sky130_fd_sc_hd__nand3_1: 6 / 30.0
sky130_fd_sc_hd__a22oi_1: 16 / 120
sky130_fd_sc_hd__nand2_1: 8 / 30.0
sky130_fd_sc_hd__nand4_1: 3 / 18.8
sky130_fd_sc_hd__nand2b_1: 8 / 50.1
==> cells by family after synthesis <==
logic type / count (synthesis)
AND/OR/NAND/NOR: 146
multiplexers: 34
flip-flops: 32
AND-OR/OR-AND: 24
buffers and inverters: 22
XOR/XNOR: 10
other: 1
==> cell type report <==
type,instances,area [µm²],share of cell area
repair buffers,119,1170,0.304
well taps,77,96.3,0.0250
clock inverters,2,35.0,0.00907
flip-flops and latches,32,961,0.249
clock buffers,6,72.6,0.0188
multi-input cells,215,1520,0.394
==> where the power goes <==
| part | switching, mW | total (mW) | internal (mW) |
|---|---|---|---|
| clock network | 0.0817 | 0.218 | 0.137 |
| logic | 0.0913 | 0.234 | 0.143 |
| registers | 0.00173 | 0.279 | 0.277 |
==> critical path: stages <==
cell and delay, ns:
sky130_fd_sc_hd__clkdlybuf4s50_1 0.45, sky130_fd_sc_hd__buf_4 0.29, sky130_fd_sc_hd__mux2i_1 0.25, sky130_fd_sc_hd__a22oi_1 0.12, sky130_fd_sc_hd__a211oi_1 0.39, sky130_fd_sc_hd__nor4_4 0.08
sky130_fd_sc_hd__buf_4 0.25, sky130_fd_sc_hd__nor3b_1 0.27, sky130_fd_sc_hd__clkdlybuf4s50_1 0.50
==> through the flow <==
step | power [mW] | std cells | area, µm²
3_3_place_gp | 0.519 | 443 | 3750
4_1_cts | 0.735 | 451 | 3860
5_1_grt | 0.764 | 451 | 3860
6_report | 0.731 | 451 | 3860
3_5_place_dp | 0.517 | 443 | 3750
2_1_floorplan | 0.381 | 269 | 2630
==> metal layers <==
metal,GRT usage,routed length [µm]
met2,0.357,3580
met4,0.0266,110
met3,0.0505,508
met1,0.360,3630
met5,0,0
No activity file was given, so power comes from the tool's default toggle rates.
