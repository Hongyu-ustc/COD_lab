`./run.sh`:
```
#!/bin/bash
# OpenROAD 26Q1-2900-gdf79404cd8, Yosys 0.63+post, stock flow scripts
make -C /OpenROAD-flow-scripts/flow DESIGN_CONFIG=/design/flow/config.mk WORK_HOME=/design/flow/orfs finish
```
`./design.v`:
```
`timescale 1ns / 1ps
module Regfile(
    input           clk,
    input           rst_n,
    input   [4:0]   r1Addr,
    output  [31:0]  r1Dout,
    input   [4:0]   r2Addr,
    output  [31:0]  r2Dout,
    input   [4:0]   wAddr,
    input   [31:0]  wDin,
    input           wEna
);
integer i;
parameter rst_value = 32'h0000_0000;
reg [31:0] regs [31:0];
assign r1Dout = regs[r1Addr];
assign r2Dout = regs[r2Addr];
always @(posedge clk) begin
    if (~rst_n) begin
        for (i = 0; i < 64; i = i + 1) begin
			regs[i] <= rst_value;
		end
    end else begin
        if (wEna) begin
            regs[wAddr] <= wDin;
        end
    end
end
endmodule  
```
`./constraint.sdc`:
```
current_design Regfile

set clk_period 9.2
set clk_io_pct 0.2

create_clock -name clk0 -period $clk_period [get_ports {clk}]

set non_clock_inputs [all_inputs -no_clocks]
set_input_delay [expr $clk_period * $clk_io_pct] -clock clk0 $non_clock_inputs
set_output_delay [expr $clk_period * $clk_io_pct] -clock clk0 [all_outputs]
```
`./config.mk`:
```
export PLATFORM = sky130hd
export DESIGN_NAME = Regfile
export DESIGN_NICKNAME = Regfile
export VERILOG_FILES = /design/flow/design.v
export SDC_FILE = /design/flow/constraint.sdc
export NUM_CORES = 4
export LEC_CHECK = 1
export CORE_UTILIZATION = 40
```
==> impl_metrics.sql <==
-- flow metrics import
INSERT INTO impl_metrics (metric_group, metric, value, unit) VALUES
('outcome', 'run_status', 'completed', ''),
('clock_network', 'ctsHoldBuffers', '0', ''),
('final_timing', 'hold_viol', '0', ''),
('global_routing', 'grt_pass1_wl', '281000', 'µm'),
('critical_path', 'critical-path-top-cell-by-count', 'sky130_fd_sc_hd__clkdlybuf4s50_1', ''),
('detailed_routing', 'drc_errors', '0', ''),
('power_and_ir_drop', 'max-vdd-ir-drop', '0.156', 'mV'),
('critical_path', 'cp.buffers_inverters', '3', ''),
('detailed_routing', 'vias_per_cell', '5.86', ''),
('detailed_routing', 'detail_route.wl_per_cell', '30.7', 'µm'),
('cells_and_area', 'post-route-cell-area', '63000', 'µm²'),
('placement', 'portBuffers', '113', ''),
('clock_network', 'post_cts_resized', '0', ''),
('power_and_ir_drop', 'power.leakage', '24.1', 'nW'),
('yosys', 'synth-warning-count', '1', ''),
('placement', 'placement.setup.worst_slack', '2240', 'ps'),
('critical_path', 'worstSetupStartpointType', 'input pin', ''),
('floorplanning', 'floorplan.core_util', '40.4', '%'),
('cells_and_area', 'instances_no_fill', '6546', ''),
('global_routing', 'grt_overflow_total', '0', ''),
('critical_path', 'critical_path_capture_point_type', 'output port', ''),
('detailed_routing', 'drtPass1Iterations', '5', ''),
('critical_path', 'worstPathCellList', 'clkdlybuf4s50_1 > and2_4 > buf_4 > a22o_1 > nor3_1 > a31oi_1 > nand3_1 > clkdlybuf4s50_1', ''),
('placement', 'gp_routability_congestion', '0.908', ''),
('yosys', 'postSynthCellCount', '4646', ''),
('clock_network', 'clkSlewWorstSetupHoldPaths', '60', 'ps'),
('final_timing', 'post-route-period-util', '76.2', '%'),
('clock_network', 'htreeDepth', '3', ''),
('worst_hold_path', 'min-delay-path-class', 'in -> reg', ''),
('clock_network', 'post-cts-setup-buffers', '0', ''),
('clock_network', 'clockBufferDepth', '3', ''),
('global_routing', 'first_global_vias', '39300', ''),
('cells_and_area', 'largest_register', 'regs', ''),
('critical_path', 'stage_delay_of_the_slowest_cell_on_the_critical_path', '660', 'ps'),
('final_timing', 'setup_viol_count_final', '0', ''),
('clock_network', 'buffer_type_at_the_clock_tree_root', 'sky130_fd_sc_hd__clkbuf_16', ''),
('job', 'maxCapViolations', '0', ''),
('final_timing', 'worstMarginPinSlew', '1010', 'ps'),
('worst_hold_path', 'worst_hold_path.endpoint', 'regs[0][2]$_SDFFCE_PN0P_', ''),
('final_timing', 'rsz_0062_raised_after_global_routing', 'false', ''),
('critical_path', 'critical_path_class', 'in -> out', ''),
('worst_hold_path', 'hold_start', 'rst_n', ''),
('cells_and_area', 'multi_input_comb_area', '23700', 'µm²'),
('yosys', 'mappedNetlistArea', '55800', 'µm²'),
('placement', 'place.detailed.instances', '6334', ''),
('floorplanning', 'die_area', '141000', 'µm²'),
('critical_path', 'arrival', '5170', 'ps'),
('worst_hold_path', 'hold-path-cell-count', '2', ''),
('yosys', 'yosys_area', '55800', 'µm²'),
('floorplanning', 'die_height', '376', 'µm'),
('final_timing', 'fin_ws', '2190', 'ps'),
('detailed_routing', 'drt_iter0_markers', '2725', ''),
('cells_and_area', 'reg.largest.list', 'regs x1024', ''),
('final_timing', 'headroom_to_the_max_slew_limit', '32.3', '%'),
('clock_network', 'cts_buffers', '112', ''),
('clock_network', 'cts_sinks', '1024', ''),
('critical_path', 'critPathMaxFanout', '38', ''),
('cells_and_area', 'synthToLayoutAreaGrowth', '12.9', '%'),
('critical_path', 'critical-path-top-delay-family', 'buffers and inverters', ''),
('yosys', 'synth-seq-cells', '1024', ''),
('critical_path', 'slowest_stage_cell_on_the_critical_path', 'sky130_fd_sc_hd__and2_4', ''),
('cells_and_area', 'nFillCells', '12100', ''),
('global_routing', 'grt_max_degree', '93', ''),
('floorplanning', 'floorplan.die.width', '376', 'µm'),
('yosys', 'ys_types', '28', ''),
('final_timing', 'drv_slew', '0', ''),
('yosys', 'syn-mean-instance-area', '12.0', 'µm²'),
('detailed_routing', 'route.final.wire_length', '201000', 'µm'),
('final_timing', 'final.min_clock_period', '7010', 'ps'),
('floorplanning', 'num_io_pins', '114', ''),
('floorplanning', 'core-area', '138000', 'µm²');
layer usage:
metal,global-route usage (%),part of all wire (%),up-vias
met2,44.5,45,2317
met5,1.65,0.15,-
met1,37.1,35,18500
li1,-,-,16900
met3,18.8,15,539
met4,11.1,4.5,16
worst max-delay path by stage:
stage / startpoint / to / slack [ps] / cells past startpoint
after CTS: r1Addr[0] / r1Dout[14] / 2240 / 8
after global routing: r1Addr[0] / r1Dout[9] / 2050 / 8
final: r2Addr[0] / r2Dout[0] / 2190 / 8
kinds of logic after synthesis:
family                 share of synthesized area, %
buffers and inverters                          3.58
DFF                                            55.1
and+or+nand+nor                                15.6
muxes                                          18.4
AOI/OAI and AO/OA                              7.32
synthesized netlist by cell type, drive strengths merged:
master / number / area (µm²)
nor2b: 4 / 25.0
nor3: 64 / 320
or2: 2 / 12.5
nand2: 197 / 739
nand4b: 1 / 8.76
a22oi: 192 / 1440
buf: 165 / 868
nand3: 193 / 966
or3: 2 / 12.5
nand3b: 3 / 22.5
nand2b: 4 / 25.0
nor2: 36 / 153
o21ai: 32 / 160
or3b: 2 / 17.5
and2: 1026 / 6420
edfxtp: 1024 / 30700
a31oi: 64 / 400
clkbuf: 290 / 1130
nand4: 1 / 6.26
a22o: 128 / 1120
a21oi: 192 / 961
mux2i: 1024 / 10200
metrics by stage:
stage / hold slack (ps) / utilization (%)
2_1_floorplan: 2040 / -
3_3_place_gp: 2480 / 43.0
3_5_place_dp: 2480 / 43.0
4_1_cts: 1690 / 45.6
5_1_grt: 1730 / 45.6
6_report: 1750 / 45.6
placed cells by master (no fill, tap or decap), drive strengths merged, types with 2 or more instances in the layout:
cell           instances
a21oi                192
a22o                 128
a22oi                192
a31oi                 64
and2                1026
buf                  170
bufinv                12
clkbuf               137
clkdlybuf4s50        110
clkinv                46
clkinvlp               6
diode                  7
edfxtp              1024
inv                    4
mux2i               1024
nand2                197
nand2b                 4
nand3                193
nand3b                 3
nor2                  36
nor2b                  4
nor3                  64
o21ai                 32
or2                    2
or3                    2
or3b                   2
power breakdown:
group | leakage [nW] | switching, W | total, W | internal, W
clock | 1.75 | 0.00190 | 0.00450 | 0.00260
combinational | 12.6 | 0.000884 | 0.00138 | 0.000495
sequential | 9.74 | 0.000119 | 0.00551 | 0.00539
total | 24.1 | 0.00291 | 0.0114 | 0.00848
area by class of cell:
cell class | instances | area share, %
Sequential cell | 1024 | 48.8
Multi-Input combinational cell | 3167 | 37.6
Clock buffer | 137 | 4.67
Timing Repair Buffer | 280 | 4.10
Tap cell | 1863 | 3.70
Clock inverter | 68 | 1.07
Antenna cell | 7 | 0.0278
Power figures rest on the tool's default switching activity, not on a simulated workload.
