`./design.v`:
```
module reg_file(
                input         clk,
                input         rst_n,
                input [5:0]   rAddr,
                output [63:0] rDout,
                input [5:0]   wAddr,
                input [63:0]  wDin,
                input         wEna
                );
   reg [31:0]                 regs [0:63];
   assign rDout = regs[rAddr];
   integer                 index;
   always@(posedge clk or negedge rst_n)
     begin
        if(~rst_n)
          begin
             for (index = 0; index < 64; index = index + 1)
               begin
                  regs[index] <= 0;
               end
             regs[0] <= 2;
             regs[1] <= 2;
          end
        else
          begin
             regs[wAddr] <= wEna ? wDin : regs[wAddr];
          end
     end  
endmodule  
```
`./run.sh`:
```
#!/bin/bash
# OpenROAD 26Q1-2900-gdf79404cd8, Yosys 0.63+post, stock flow scripts
make -C /OpenROAD-flow-scripts/flow DESIGN_CONFIG=/design/flow/config.mk WORK_HOME=/design/flow/orfs finish
```
`./config.mk`:
```
export PLATFORM = sky130hd
export DESIGN_NAME = reg_file
export DESIGN_NICKNAME = reg_file
export VERILOG_FILES = /design/flow/design.v
export SDC_FILE = /design/flow/constraint.sdc
export NUM_CORES = 4
export LEC_CHECK = 1
export CORE_UTILIZATION = 40
```
`./constraint.sdc`:
```
current_design reg_file

set clk_period 6.9
set clk_io_pct 0.2

create_clock -name clk0 -period $clk_period [get_ports {clk}]

set non_clock_inputs [all_inputs -no_clocks]
set_input_delay [expr $clk_period * $clk_io_pct] -clock clk0 $non_clock_inputs
set_output_delay [expr $clk_period * $clk_io_pct] -clock clk0 [all_outputs]
```
==> run_results.csv <==
group,metric,value,unit
global_route,grt_util_all_layers,0.583,
timing,setup_viol,1,
floorplan,core_area,0.261,sq mm
power_and_ir_drop,pwr-share-clk,0.391,
finish,syn_to_final_growth,18.1,%
synthesis,syn-cell-area,0.105,sq mm
clock_tree,htree_levels,4,
global_route,grt_overflow_total,0,
hold_path,min_path_type,"in -> async",
worst_setup_path,cp.required,5520,ps
worst_setup_path,cpPeakStageDelay,970,ps
power_and_ir_drop,seq_power_share,0.466,
floorplan,die_w,515,um
synthesis,netlist.area_leader.share,0.486,
clock_tree,cts_inserted_buffers,243,
detailed_routing,wire_per_inst,53.8,um
run_status,violations,"setup timing",
detailed_routing,drt_iter0_drc,14000,
run_status,outcome,"complete, but fails checks",
timing,final-hold-violation-count,0,
finish,largest_reg_flops,2048,
timing,timing.fmax,0.145,GHz
clock_tree,cts_setup_buffers,0,
timing,finalCriticalPeriod,6910,ps
synthesis,synthCells,9880,
finish,regMostFlops,"regs",
placed_design,place.detailed.hpwl,462,mm
synthesis,synth_seq_share,0.487,
synthesis,ys_cells,9880,
synthesis,synthFlopType,"dfrtp_1",
floorplan,fp-row-count,187,
power_and_ir_drop,p_sw,11.1,mW
detailed_routing,dr.pass1.iters,7,
worst_setup_path,crit_arrival,5530,ps
global_route,grt_max_degree,120,
worst_setup_path,rr_startpoint,"regs[54][17]",
synthesis,ys.flops,2048,
worst_setup_path,cp-start-kind,"input port",
clock_tree,ctsHoldBuffers,0,
synthesis,yosysTopAreaCell,"dfrtp_1",
synthesis,area_leaders,"dfrtp_1 49%, mux2_2 17%, a22oi_1 6.8%",
worst_setup_path,critPathMaxFanout,15,
power_and_ir_drop,swShare,0.305,
floorplan,io_pins,143,
synthesis,ys_warn_count,2,
placed_design,portBuffers,78,
clock_tree,cts_tree,"done",
power_and_ir_drop,finalPower,36.2,mW
timing,slew_violations,0,
power_and_ir_drop,power.leakage,55.1,nW
synthesis,async_flop_share,1.00,
timing,post-route-period-util,1.00,
timing,worst_slew_pin_slew,1400,ps
timing,setup-tns-final,-8.05,ps
detailed_routing,drc_errors,0,
job,maxCapViolCount,0,
power_and_ir_drop,power_frac_comb,0.144,
clock_tree,cts-root-buf,"clkbuf_16",
synthesis,ys_types,75,
clock_tree,clk_latency,950,ps
finish,lay_top_cells,"2,046 x dfrtp_1, 1,597 x mux2_2, 1,080 x nand3_1",
detailed_routing,route.vias.total,106000,
power_and_ir_drop,irDropWorstVdd,0.307,mV
global_route,grt_pass1_vias,99200,
detailed_routing,routed_wl,745,mm
worst_setup_path,crit_type,"in -> out",
timing,rsz0062_at_grt,"false",
clock_tree,clock-sinks,2048,
clock_tree,clock_path_buffers,4,
finish,layout_top_cell,"dfrtp_1",
placed_design,gp_congestion,1.06,
clock_tree,cts.clk_slew.worst_paths,70,ps
floorplan,initCoreUtil,0.404,
synthesis,syn_area_per_cell,10.7,sq um
floorplan,die_area,0.265,sq mm
global_route,antenna_found_initial,134,
worst_setup_path,r2r-end,"regs[62][17]",
worst_setup_path,cp_num_buf_inv,5,
synthesis,edf_count,0,
worst_setup_path,crit_path_end_kind,"output port",
power_and_ir_drop,internal_power,25.2,mW
worst_setup_path,cp_cell_sequence,"clkdlybuf4s50_1 -> and2_2 -> buf_4 -> and2_2 -> buf_12 -> a22oi_1 -> nand4_1 -> nor4_1 -> buf_4 -> a21oi_1 -> clkdlybuf4s50_1",
finish,largestRegisters,"regs (2048)",
detailed_routing,vias_per_cell,7.69,
placed_design,dp_cells,13100,
job,warning_count,112,
finish,drive_above_1_share,0.299,
global_route,grt_pass1_wl,973,mm
detailed_routing,postRouteAntennaNets,0,
timing,clock_skew,37.9,ps
worst_setup_path,cpLargestDelayFamily,"simple AND/OR/NAND/NOR gates",
worst_setup_path,crit_slowest_cell,"nor4_1",
timing,slew_headroom,0.0406,
worst_setup_path,r2r_slack,3410,ps
timing,fin_ws,-8.05,ps
floorplan,die_h,515,um
worst_setup_path,reg2regPathDepth,5,
finish,stdcell_count,13800,
synthesis,yosys_area,0.105,sq mm
power_and_ir_drop,power_density,292,mW/mm^2
-- worst max path at each step --
stage	startpoint	endpoint	slack, ps	cells after the start
CTS	rAddr[3]	rDout[0]	230	12
global route	rAddr[4]	rDout[13]	80	11
finish	rAddr[4]	rDout[13]	-8	11
-- stage by stage --
step / area [sq um] / setup slack [ps] / hold slack [ps] / utilization
after CTS: 124000 / 227 / 339 / 0.474
after global placement: 115000 / -62.3 / 476 / 0.442
final: 124000 / -8.05 / 337 / 0.477
after global routing: 124000 / 82.7 / 367 / 0.475
after detailed placement: 115000 / -42.3 / 482 / 0.442
after floorplan: 105000 / 2120 / 455 / -
-- power groups by stage --
stage	clock network, mW	registers [mW]	logic (mW)
4_1_cts	14.1	16.7	5.01
5_1_grt	14.5	17.1	5.43
6_report	14.2	16.9	5.20
-- cell type report --
class                   count  area [sq um]
fillers                 23600        136000
multi-input cells        6722         50400
clock buffers             350          7210
clock inverters            91          1370
inverters                  29           109
diodes                    265           663
well taps                3496          4370
repair buffers            844          8950
flip-flops and latches   2048         51300
-- kinds of logic after synthesis --
family / Yosys count / share of synthesized area
compound gates: 1871 / 0.129
buf+inv: 1141 / 0.0463
flops: 2048 / 0.487
mux: 1623 / 0.173
other cells: 1 / 0.0000356
simple gates: 3196 / 0.165
-- synthesized netlist by cell type, types with 17 or more instances --
cell / count
a22o_1: 31
clkbuf_1: 812
a22oi_1: 949
buf_4: 37
and3b_1: 18
clkbuf_2: 19
mux2i_1: 24
nor2_1: 80
buf_2: 103
o21ai_2: 30
inv_1: 29
o21ai_0: 357
nor3b_1: 19
nor2b_1: 30
mux2_2: 1597
and2_1: 61
buf_6: 40
dfrtp_1: 2046
o2111ai_1: 35
and2_0: 17
nor4_1: 139
o21ai_1: 144
a21oi_1: 51
a2111oi_0: 140
a2111o_1: 39
nand3_1: 1081
nand4_1: 477
nor3_1: 17
a41oi_2: 21
buf_1: 101
and3_1: 558
nand2_1: 596
-- metal layers --
metal	share of wire	wire [um]	vias to the layer above	GRT usage
met5	0.0029	2160	-	0.0701
met4	0.098	73100	100	0.473
met3	0.17	129000	3908	0.425
met2	0.38	286000	11200	0.710
met1	0.34	254000	53500	0.676
li1	-	-	37800	-
-- timing repair --
item / CTS / global route
resized: 1 / 0
setup endpoints to repair: 5 / 0
endpoints found under the hold margin: 0 / 0
Power figures rest on the tool's default switching activity, not on a simulated workload.
